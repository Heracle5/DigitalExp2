`flow/run.sh`:
```
#!/bin/bash
# OpenROAD 26Q1-2900-gdf79404cd8, Yosys 0.63+post, stock flow scripts
make -C /OpenROAD-flow-scripts/flow DESIGN_CONFIG=/design/flow/config.mk WORK_HOME=/design/flow/orfs finish
```
`flow/config.mk`:
```
export PLATFORM = sky130hd
export DESIGN_NAME = dynamic
export DESIGN_NICKNAME = dynamic
export VERILOG_FILES = /design/flow/design.v
export SDC_FILE = /design/flow/constraint.sdc
export NUM_CORES = 4
export LEC_CHECK = 1
export CORE_AREA = 10 10 73 73
export DIE_AREA = 0 0 83 83
```
`flow/constraint.sdc`:
```
current_design dynamic

set clk_period 3.9
set clk_io_pct 0.2

create_clock -name clk0 -period $clk_period [get_ports {clk}]

set non_clock_inputs [all_inputs -no_clocks]
set_input_delay [expr $clk_period * $clk_io_pct] -clock clk0 $non_clock_inputs
set_output_delay [expr $clk_period * $clk_io_pct] -clock clk0 [all_outputs]
```
`flow/design.v`:
```
`timescale 1ns / 1ps
module dynamic(input clk,
input [3:0] state,
output reg [4:0] led,
input start_stop,
input reset);
reg[1:0] flag=2;
reg[5:0] state_reg;
always@(posedge clk)
begin
if(!reset)
begin
state_reg <= 0;
led=5'b00000;
end
else if(start_stop)
begin
if((state==0)&(flag==1))
begin
led = 5'b00001;
end
else if((state==0)&(flag==2))
begin
led= 5'b10000;
end
else if(state==2)
begin
if(state_reg==0)
begin
led=5'b01000;
state_reg=1;
end
else if(state_reg==1)
begin
led=5'b00100;
state_reg=2;
end
else if(state_reg==2)
begin
led=5'b00010;
state_reg=3;
end
else if(state_reg==3)
begin
led=5'b00001;
state_reg=0;
flag=1;
end
end
else if(state==1)
begin
if(state_reg==0)
begin
led=5'b00010;
state_reg=1;
end
else if(state_reg==1)
begin
led=5'b00100;
state_reg=2;
end
else if(state_reg==2)
begin
led=5'b01000;
state_reg=3;
end
else if(state_reg==3)
begin
led=5'b10000;
state_reg=0;
flag=2;
end
end
end
end
endmodule
```
==> flow_summary.json <==
{
  "status": "complete, no violations",
  "die_w_um": 83,
  "dr.first_iter.drc_count": 33,
  "cts_setup_buffers": 0,
  "syn_area_um2": 579,
  "rsz0062_at_grt": "no",
  "diodes": 0,
  "wl_per_cell_um": 11.1,
  "grt_overflow_total": 0,
  "worstHoldPathType": "flip-flop to flip-flop",
  "avgViaCountPerCell": 4.13,
  "drive_gt1_share_pct": 12.2,
  "io_buffers": 11,
  "antenna_left": 0,
  "arrival_ps": 2750,
  "clockRootBuffer": "clkbuf_8",
  "powerDensity_nw_per_um2": 322,
  "path_class": "input pin to flip-flop",
  "clkTransAtPathRegs_ps": 50,
  "cts_tree": "yes",
  "yosys_cells": 61,
  "p_leak_nw": 0.265,
  "p_total_uw": 252,
  "slew_headroom_pct": 70.6,
  "place_inst": 118,
  "ys_chip_area_um2": 579,
  "post_cts_resized": 0,
  "post-route-min-period_ps": 2580,
  "numClockSinks": 11,
  "worstPathMaxFanout": 7,
  "hold_violations": 0,
  "place_hpwl_um": 1030,
  "drc_errors": 0,
  "antenna_found_initial": 0,
  "ir_drop_mv": 0.0569,
  "finalCritPeriodShare_pct": 66.2,
  "ys.flops": 11,
  "grt_pass1_wl_um": 2240,
  "rows": 22,
  "worstMarginPinSlew_ps": 442,
  "instances_no_fill": 122,
  "fp-utilization_pct": 15.5,
  "cts-hold-fix-buffers": 0,
  "syn-instance-count": 61,
  "gp_congestion": 0.800,
  "grt_start_max_net_pins": 11,
  "chipArea_um2": 6890,
  "yosys_warnings": 1,
  "lay_top_cells": "clkdlybuf4s50_1 (11), dfxtp_1 (9), nand3_1 (7), nor2_1 (6), a21oi_1 (5)",
  "core_um2": 3740,
  "ys_seq_share_pct": 41.5,
  "grt_pass1_vias": 466,
  "numCtsBuffers": 3,
  "clk_latency_ps": 230,
  "first_pass_iters": 4,
  "synth.avg_cell_area_um2": 9.50,
  "design_area_um2": 785,
  "slew_viol_final": 0,
  "die_h_um": 83,
  "finalSetupViolations": 0,
  "synth_cell_types": 27,
  "cts_buffer_depth": 2,
  "tool_warnings": 25,
  "ios": 12,
  "tns_ps": 0,
  "skew_ps": 1.08,
  "final_common_cell": "clkdlybuf4s50_1",
  "place_area_um2": 739,
  "wl_um": 1360,
  "largest_reg_flops": 5,
  "clock.fmax_mhz": 387,
  "cp.required_ps": 4070,
  "syn2layout_area_growth_pct": 35.4,
  "vias": 504,
  "h-tree-depth": 1,
  "grt_use_total_pct": 3.76,
  "fillerInstances": 407,
  "cap_violations": 0,
  "holdWs_ps": 468,
  "start_kind": "input pin",
  "crit_path_end_kind": "flip-flop"
}
==> critical path: stages <==
cell and delay (ps):
clkdlybuf4s50_1 470, or3_4 430, or4b_1 620, a211o_1 320, a21oi_2 130
==> cells in the mapped netlist, drive strengths merged <==
| cell | number | area, µm² |
|---|---|---|
| nor3b | 2 | 15.0 |
| nor2 | 6 | 22.5 |
| or4b | 1 | 10.0 |
| edfxtp | 2 | 60.1 |
| xnor2 | 1 | 8.76 |
| o2111ai | 1 | 15.0 |
| mux2 | 2 | 22.5 |
| o21ai | 2 | 10.0 |
| buf | 2 | 10.0 |
| nand3 | 7 | 35.0 |
| nand4bb | 1 | 11.3 |
| a211o | 1 | 8.76 |
| nand3b | 3 | 22.5 |
| mux2i | 4 | 40.0 |
| nor3 | 1 | 5.00 |
| xor2 | 1 | 8.76 |
| a21oi | 6 | 33.8 |
| a22o | 1 | 8.76 |
| inv | 2 | 7.51 |
| nor2b | 1 | 6.26 |
| or3 | 3 | 25.0 |
| nor4b | 1 | 8.76 |
| nand2 | 1 | 3.75 |
| dfxtp | 9 | 180 |
==> layout make-up <==
cell class	count	area [µm²]	share of cell area, %
inverter	2	7.51	0.957
clock buffer	4	45.0	5.74
sequential	11	240	30.6
multi-input combinational	46	322	41.0
timing repair buffer	11	110	14.0
tap	48	60.1	7.66
==> logic make-up (layout without fill, tap and decap cells) <==
group	Yosys count	in the layout	share of synthesized area, %
XOR/XNOR	2	2	3.02
multiplexers	6	6	10.8
buffers and inverters	4	17	3.02
AND-OR/OR-AND	11	11	13.2
AND/OR/NAND/NOR	27	27	28.5
flip-flops	11	11	41.5
==> stage by stage <==
| stage | utilization (%) | worst slack, ps |
|---|---|---|
| global route | 21.0 | 1260 |
| global placement | 19.8 | 1140 |
| floorplan | - | 1690 |
| CTS | 21.0 | 1330 |
| detailed placement | 19.8 | 1100 |
| finish | 21.0 | 1320 |
==> path summary, 6_finish.rpt <==
| check | to | slack (ps) | from | depth (start not counted) |
|---|---|---|---|---|
| max | led[0] | 1320 | state[0] | 5 |
| min | led[3] | 470 | led[3] | 2 |
| max reg2reg | led[0] | 2160 | flag[1] | 4 |
| min reg2reg | led[3] | 470 | led[3] | 2 |
==> routing by layer <==
metal | up-vias | GRT usage, % | routed length, µm
li1 | 251 | - | -
met1 | 239 | 4.91 | 687
met2 | 14 | 5.73 | 583
met3 | 0 | 1.48 | 89
met4 | 0 | 0.769 | 0
met5 | - | 0 | 0
==> where the power goes <==
group	internal (mW)	total [mW]	switching, mW
logic	0.0120	0.0234	0.0114
registers	0.117	0.119	0.00170
clock network	0.0714	0.110	0.0387
No activity file was given, so power comes from the tool's default toggle rates.
