File: design.v
`timescale 1ns / 1ps
module LogicProcessingUnited(
input up,
input down,
input toOne,
input toTwo,
input clk_50mhz,
input rst,
input start_stop,
output reg [3:0] led_drive,
output reg [3:0] state,
output reg [1:0] floor,
output reg buzzer
);
reg [3:0] flag=0;
reg [31:0] cnt=0;
reg [31:0] count=0;
always@(posedge clk_50mhz)
begin
if(!rst)
begin
if(count==199999999)
begin   
    count<=0;
    cnt<=0;
led_drive<=0;
state=0;
floor<=1;
end
else
begin
    count<=count+1;
    state=3;
end
end
else if(start_stop)
begin
if(led_drive)
begin
if(cnt==199999999)
begin
cnt<=0;
if(floor==1)
begin
floor=2;
end
else
begin
floor=1;
end
state=0; 
led_drive=0;
buzzer=1;
end
else
begin
cnt=cnt+1;
buzzer=0;
if((led_drive==4'b1000)&&(toOne))
begin
led_drive=4'b1100;
flag=1;
end
else if((led_drive==4'b1000)&&(down))
begin
led_drive=4'b1001;
flag=2; 
end
else if((led_drive==4'b0100)&&(toTwo))
begin
led_drive=4'b1100;
flag=3;
end
else if((led_drive==4'b0100)&&(up))
begin
led_drive=4'b0110;
flag=4;
end
end
end
else if((down)&&(state==0)) 
begin
if(floor!=1) 
begin
state=1; 
led_drive=4'b0001;
end
end
else if((up)&&(state==0))
begin
if(floor!=2)
begin
state=2; 
led_drive=4'b0010;
end
end
else if((toOne)&&floor==2)
begin
state=1; 
led_drive=4'b0100;
end
else if((toTwo)&&floor==1)
begin
state=2; 
led_drive=4'b1000;
end
else if(flag==1)
begin
flag=0;
state=1;
led_drive=4'b0100;
end
else if(flag==2)
begin
flag=0;
state=1;
led_drive=4'b0001;
end
else if(flag==3)
begin
flag=0;
state=2;
led_drive=4'b1000;
end
else if(flag==4)
begin
flag=0;
state=2;
led_drive=4'b0010;
end
end
end
endmodule
File: run.sh
#!/bin/bash
# OpenROAD 26Q1-2900-gdf79404cd8, Yosys 0.63+post, stock flow scripts
make -C /OpenROAD-flow-scripts/flow DESIGN_CONFIG=/design/flow/config.mk WORK_HOME=/design/flow/orfs finish
File: constraint.sdc
current_design LogicProcessingUnited

set clk_period 8.4
set clk_io_pct 0.2

create_clock -name clk0 -period $clk_period [get_ports {clk_50mhz}]

set non_clock_inputs [all_inputs -no_clocks]
set_input_delay [expr $clk_period * $clk_io_pct] -clock clk0 $non_clock_inputs
set_output_delay [expr $clk_period * $clk_io_pct] -clock clk0 [all_outputs]
File: config.mk
export PLATFORM = sky130hd
export DESIGN_NAME = LogicProcessingUnited
export DESIGN_NICKNAME = LogicProcessingUnited
export VERILOG_FILES = /design/flow/design.v
export SDC_FILE = /design/flow/constraint.sdc
export NUM_CORES = 4
export LEC_CHECK = 1
export CORE_UTILIZATION = 40
==> impl_metrics.yaml <==
# generated from flow reports
die:
  chipArea_um2: 11100
  floorplan.rows: 37
  fp.dieW_um: 105
  die_h_um: 105
  io_pins: 18
  coreArea_um2: 10300
  fp_util_pct: 41.4
route:
  drt_pass1_iterations: 4
  drc: 0
  antenna_cells: 0
  drtIter0Drc: 196
  ant_nets: 0
  wl_um: 7840
  vias_per_cell: 5.35
  post_drt_wl_per_cell_um: 14.2
  vias: 2949
clocking:
  postCtsSetupBuffers: 0
  cts_resized: 0
  holdBufCountCts: 0
  clkSinkCount: 76
  clk_path_buf_depth: 2
  insertion_delay_ns: 0.35
  cts_buffers: 9
  ctsRootBufferMaster: "clkbuf_8"
  cts_max_level: 3
  clkTransAtPathRegs_ns: 0.07
  cts_tree: "built"
layout:
  drive_above_1_share_pct: 8.43
  n_fill_cell: 931
  final_cells: 551
  post-route-cell-area_um2: 4710
  syn_to_final_growth_pct: 10.3
status:
  status: "finished clean"
power_and_ir_drop:
  p_leak_nw: 1.53
  ir_drop_mv: 0.0933
  power.total_uw: 781
  p_per_area_nw_per_um2: 166
synth:
  adder_share_pct: 0.586
  synth.largest_area_cell: "edfxtp_1"
  postSynthSeqShare_pct: 53.5
  avgSynthCellArea_um2: 10.9
  netlist.area_leader.share_pct: 53.5
  topCellsByArea: "edfxtp_1, xor2_1, nor2_1"
  ys_sh_aoi_pct: 5.16
  ys_ff: 76
  yosys_cells: 392
  ys_sh_xor_pct: 12.7
  ys_async_sr_fraction_pct: 0
  yosysChipArea_um2: 4270
  edf_count: 76
  muxShareOfSynthArea_pct: 0
  ys.flop_type: "edfxtp_1"
  yosys_warnings: 1
  syn_inst: 392
  topCombFamilyByArea: "simple AND/OR/NAND/NOR gates"
  yosysUniqueCellTypes: 53
  syn-cell-area_um2: 4270
  synth-simple-area-share_pct: 24.8
setup_path:
  r2r_start: "cnt[0]"
  end_kind: "flip-flop"
  critPathLaunch: "toTwo"
  crit_fanout: 4
  critPathArrivalTime_ns: 3.30
  critPathKind: "input pin to flip-flop"
  required_ns: 8.40
  startpoint_type: "input pin"
placement:
  gp_congestion: 0.851
  place_inst: 535
  dp.final_hpwl_um: 5240
  dpl_cell_area_um2: 4530
  place_ws_ns: 4.74
  portBuffers: 15
timing:
  rsz0062_at_grt: "false"
  fin_ws_ns: 5.10
  fin_skew_ns: 0.0145
  setup_violations: 0
  period_needed_ns: 3.30
  max_slew_margin_pct: 41.6
  drv_slew: 0
  fin_tns_setup_ns: 0
  clock.fmax_mhz: 303
  tightestPinTransition_ns: 0.868
  period_used_pct: 39.2
  hold_violations: 0
global_route:
  grt_overflow_total: 0
  grt_pass1_vias: 2754
  grt_start_max_net_pins: 36
  grt.total_usage_pct: 15.7
  grt_pass1_wl_um: 13400
  grt_antenna_before_repair: 0
job:
  drv_cap: 0
  warnings: 25
hold_path:
  hold_path_startpoint: "count[8]"
  hp-class: "flip-flop to flip-flop"
## flip-flops by register name, summed over array words and instances, names as in the netlist
name / flops
buzzer: 1
cnt: 32
count: 32
flag: 3
floor: 2
led_drive: 4
state: 2
## placed cells by master, fill, tap and decap left out, types with 4 or more instances in the layout
cell,n
nor3_1,7
nand2_1,23
xnor2_1,24
and3_1,10
a21oi_1,7
and4_1,6
nand4_1,24
xor2_1,38
clkdlybuf4s50_1,15
inv_1,8
o21ai_0,4
nand3_1,27
clkbuf_8,9
buf_4,4
nor2_1,65
edfxtp_1,76
nor4_1,4
## cell families (layout without fill, tap and decap cells)
group	Yosys count	in the layout
and+or+nand+nor	197	197
buffers and inverters	22	44
xor gates and xnor gates	62	62
DFF	76	76
other	1	2
AOI/OAI and AO/OA	32	32
adders and majority gates	2	2
## worst max-delay path, stage by stage
cell	delay [ns]
clkdlybuf4s50_1	0.53
nand3b_1	0.12
a21boi_0	0.39
a21oi_1	0.13
a311oi_2	0.45
## final cells by class
cell class	count	area, um^2	area share (%)
Multi-Input combinational cell	295	1860	39.5
Tap cell	136	170	3.61
Sequential cell	76	2280	48.5
Inverter	9	35.0	0.744
Clock inverter	5	52.6	1.12
Clock buffer	11	131	2.79
Timing Repair Buffer	19	180	3.83
## worst paths after layout
| path | endpoint | slack (ns) | cells past startpoint |
|---|---|---|---|
| hold reg to reg | count[8] | 0.60 | 1 |
| setup / recovery | led_drive[0] | 5.10 | 5 |
| hold / removal | count[8] | 0.60 | 1 |
| setup reg to reg | led_drive[0] | 5.81 | 5 |
## cell usage after synthesis (2+ instances only)
cell,count
edfxtp_1,76
nor2_1,65
xor2_1,38
nand3_1,27
nand4_1,24
xnor2_1,24
nand2_1,23
and3_1,10
inv_1,8
a21oi_1,7
nor3_1,7
and4_1,6
o21ai_0,5
clkbuf_1,4
nor4_1,4
a21boi_0,3
a31o_2,3
and4_2,3
buf_2,3
buf_8,3
nor2b_1,3
nor4b_1,3
o22ai_1,3
a31oi_1,2
a32oi_1,2
and2_1,2
buf_4,2
ha_1,2
nand2b_1,2
nand3b_1,2
nand4b_1,2
or3_1,2
or3b_2,2
## metrics by stage
| step | utilization (%) | hold slack, ns |
|---|---|---|
| after CTS | 45.6 | 0.606 |
| after floorplan | - | 0.551 |
| after global placement | 43.8 | 0.574 |
| after global routing | 45.6 | 0.645 |
| after detailed placement | 43.8 | 0.586 |
| final | 45.6 | 0.601 |
## report_power, final
part | switching, mW | total [mW] | internal [mW]
combinational | 0.0294 | 0.0546 | 0.0252
sequential | 0.0202 | 0.461 | 0.441
clock | 0.129 | 0.265 | 0.136
## metal layers
| metal | GRT usage [%] | part of all wire [%] |
|---|---|---|
| met3 | 2.90 | 4.0 |
| met2 | 22.0 | 43 |
| met5 | 0 | 0 |
| met4 | 2.72 | 2.0 |
| met1 | 27.3 | 51 |
